<file path="/design/flow/run.sh">
#!/bin/bash
# OpenROAD 26Q1-2900-gdf79404cd8, Yosys 0.63+post, stock flow scripts
make -C /OpenROAD-flow-scripts/flow DESIGN_CONFIG=/design/flow/config.mk WORK_HOME=/design/flow/orfs finish
</file>
<file path="/design/flow/config.mk">
export PLATFORM = sky130hd
export DESIGN_NAME = counter
export DESIGN_NICKNAME = counter
export VERILOG_FILES = /design/flow/design.v
export SDC_FILE = /design/flow/constraint.sdc
export NUM_CORES = 4
export LEC_CHECK = 1
export CORE_AREA = 10 10 70 70
export DIE_AREA = 0 0 80 80
</file>
<file path="/design/flow/constraint.sdc">
current_design counter

set clk_period 3.2
set clk_io_pct 0.2

create_clock -name clk0 -period $clk_period [get_ports {clkup}]

set non_clock_inputs [all_inputs -no_clocks]
set_input_delay [expr $clk_period * $clk_io_pct] -clock clk0 $non_clock_inputs
set_output_delay [expr $clk_period * $clk_io_pct] -clock clk0 [all_outputs]
</file>
<file path="/design/flow/design.v">
module counter(clkup,up,down,reset,pcount,full_flag,empty_flag);
  input clkup,up,down,reset;
  output [3:0]pcount;
  output full_flag, empty_flag;
  reg [3:0]pcount=0;
  reg full_flag=0;
  reg empty_flag=0;
  always @(posedge clkup or  posedge reset)
  begin 
    if(reset)
      begin
        pcount<=0;
        full_flag<=0;
        empty_flag<=1;
      end
    else if(up==1)
    begin 
		if(clkup)
		begin
         if(pcount==7)
           begin
           full_flag<=1;
            end
         else
          begin
             pcount<=pcount+1;
             empty_flag<=0;
           if(pcount==7)
               full_flag<=1;
           else
              full_flag<=0;
          end
		  end
      end
      else if(down==1) 
		begin 
        if(pcount==0)
          begin
           empty_flag<=1;
           end
        else
        begin
          pcount<=pcount-1;
          full_flag<=0;
          if(pcount==0)
             empty_flag<=1;
          else
             empty_flag<=0;
         end
      end
  end
endmodule
module counter_dut();
  reg clkup,up,down,reset;
wire [3:0]pcount;
wire full_flag,empty_flag;
initial
begin
clkup=0;
up=1;
down=0;
reset=1; #100;
reset=0;
end
always 
#50 clkup=~clkup;
always
#900 up=~up;
always
#900 down=~down;
counter cc(clkup,up,down,reset,pcount,full_flag,empty_flag);
endmodule
</file>
==> flow.log <==
[metrics] run summary
INFO  metric outcome = finished clean
INFO  metric antenna_cells_inserted = 0
INFO  metric cell_type_with_the_largest_total_area_after_synthesis = sky130_fd_sc_hd__dfrtp_1
INFO  metric dr_total_vias = 401
INFO  metric synth.yosys.seq_area_share = 38.9%
INFO  metric detailed_place.area = 537 sq um
INFO  metric cts_setup_buffers = 0
INFO  metric ys_cells = 34
INFO  metric clkTransAtPathRegs = 0.05 ns
INFO  metric postCtsResizedCells = 0
INFO  metric crit_cells = 12
INFO  metric arrival = 3.14 ns
INFO  metric global_route.usage.total = 4.24%
INFO  metric first_pass_grt_wire_length = 1970 um
INFO  metric synthArstFlopShare = 100%
INFO  metric ant_nets = 0
INFO  metric chip_area = 0.00640 sq mm
INFO  metric post-route-cell-area = 728 sq um
INFO  metric firstDrtPassIters = 4
INFO  metric detailedPlacementHpwl = 744 um
INFO  metric remaining_drc_errors = 0
INFO  metric topCellsByArea = sky130_fd_sc_hd__dfrtp_1 32%, sky130_fd_sc_hd__dfstp_2 6.8%, sky130_fd_sc_hd__ha_1 6.4%
INFO  metric yosys.cell_count.top_type = sky130_fd_sc_hd__dfrtp_1
INFO  metric rr_startpoint = pcount[0]
INFO  metric globalRoute.totalOverflow = 0
INFO  metric synth_warnings = 1
INFO  metric post_synth_most_frequent_cells = 5 x sky130_fd_sc_hd__dfrtp_1, 3 x sky130_fd_sc_hd__nand2_1
INFO  metric cp-end-kind = flip-flop
INFO  metric openroad.warnings = 37
INFO  metric die_width = 80 um
INFO  metric synth_cell_types = 22
INFO  metric areaGrowthSynthToFinish = 87.1%
INFO  metric worst_hold_path_type = clk -> reg
INFO  metric report.final.setup_viol = 0
INFO  metric hold-worst-slack = 0.408 ns
INFO  metric core = 0.00342 sq mm
INFO  metric floorplan.io_pins = 10
INFO  metric cts.hold.buffers_added = 0
INFO  metric path_buffers = 9
INFO  metric finalMaxSlewViolations = 0
INFO  metric cpLargestDelayFamily = buffers and inverters
INFO  metric syn-instance-count = 34
INFO  metric critical-path-max-stage-delay = 0.28 ns
INFO  metric rows = 21
INFO  metric timing.clock.skew = 0.00184 ns
INFO  metric clkLatencyLatePin = 0.35 ns
INFO  metric post_route_cells_drive_above_1_share = 43.3%
INFO  metric antenna_found_initial = 0
INFO  metric crit_slowest_cell = sky130_fd_sc_hd__mux2_4
INFO  metric setup_repair_after_global_routing_missed_its_margin = false
INFO  metric worst_r2r_path_depth = 8
INFO  metric postSynth.topFlopCell = sky130_fd_sc_hd__dfrtp_1
INFO  metric tightest_slew = 0.301 ns
INFO  metric number_of_flip_flops_and_latches_in_the_synthesized_netlist = 6
INFO  metric hold_viol = 0
INFO  metric grt_max_degree = 8
INFO  metric yosys.stat.chipArea = 389 sq um
INFO  metric max_cap_viol = 0
INFO  metric timing.hold.worst.start = clkup
INFO  metric cp_data_required_time = 3.44 ns
INFO  metric route.detailed.wl_per_inst = 10.9 um
INFO  metric drt_iter0_drc = 23
INFO  metric synth.avg_cell_area = 11.4 sq um
INFO  metric min_delay_path_depth = 8
INFO  metric wirelength = 1230 um
INFO  metric post_synth_instance_area = 389 sq um
INFO  metric num-fill-cells = 368
INFO  metric crit_start = clkup
INFO  metric slew-limit-headroom = 79.8%
INFO  metric synth.top_cell.area_share = 32.2%
INFO  metric startpoint_type = clock port
INFO  metric die.size.y = 80 um
INFO  metric number_of_global_route_vias_before_repair = 595
INFO  metric timing.critical_path.mode_cell = sky130_fd_sc_hd__clkbuf_4
INFO  metric cts_tree = yes
INFO  metric worst-path-max-fanout = 2
INFO  metric floorplan.core_util = 11.4%
INFO  metric crit_path_cell_trace = clkbuf_4, clkbuf_4, clkbuf_4, clkbuf_4, clkbuf_4, nand3_2, clkbuf_4, clkbuf_4, nand2_4, clkbuf_4, clkbuf_4, mux2_4
INFO  metric ir_worst_vdd = 0.260 mV
INFO  metric total_leakage_power = 0.337 nW
INFO  metric port_buffers = 9
INFO  metric power_density = 1060 mW/mm^2
INFO  metric crit_type = clk -> reg
INFO  metric finalSetupTns = 0 ns
INFO  metric gp_routability_congestion = 0.692
INFO  metric synth-edff-count = 0
INFO  metric post_drt_via_cell_ratio = 3.55
[worst register-to-register path: cells and delay by family, from the launching register on]
family | cells | cell delay, ns
buf+inv | 4 | 0.55
flops | 1 | 0.50
mux | 1 | 0.28
simple gates | 3 | 0.39
[report_power, final]
part,switching [W],leakage [nW],internal [W],total [W]
Clock,0.000145,0.166,0.000334,0.000479
Combinational,0.0000451,0.100,0.0000887,0.000134
Sequential,0.0000519,0.0712,0.000111,0.000163
Total,0.000242,0.337,0.000534,0.000775
[routing by layer]
layer / vias to the layer above / track usage (%) / part of all wire (%)
met3: 2 / 7.16 / 14
met5: - / 2.50 / 0
met4: 0 / 3.87 / 0.65
met1: 183 / 2.71 / 38
met2: 26 / 4.33 / 47
li1: 190 / - / -
[kinds of logic (layout without fill, tap and decap cells)]
logic type / after synthesis / count (layout) / share of synthesized area [%]
DFF: 6 / 6 / 38.9
muxes: 3 / 3 / 9.00
adders and majority gates: 3 / 3 / 11.6
xor gates and xnor gates: 2 / 2 / 4.50
AOI/OAI and AO/OA: 7 / 7 / 11.9
buffers and inverters: 2 / 35 / 1.93
and+or+nand+nor: 11 / 11 / 22.2
[metrics by stage]
step | total power [W] | setup WS [ns] | util (%) | cells
3_3_place_gp | 0.000388 | 0.720 | 15.7 | 89
4_1_cts | 0.000799 | 0.275 | 21.3 | 113
5_1_grt | 0.000849 | 0.250 | 21.3 | 113
3_5_place_dp | 0.000394 | 0.688 | 15.7 | 89
6_report | 0.000775 | 0.299 | 21.3 | 113
2_1_floorplan | 0.000301 | 1.04 | - | 34
[final cells by class]
cell class | count | area (sq um) | area share [%]
Multi-Input combinational cell | 26 | 230 | 31.6
Clock buffer | 22 | 158 | 21.6
Sequential cell | 6 | 151 | 20.8
Timing Repair Buffer | 9 | 90.1 | 12.4
Tap cell | 46 | 57.6 | 7.90
Clock inverter | 2 | 33.8 | 4.64
Inverter | 2 | 7.51 | 1.03
[flip-flops by register name, summed over array words and instances (netlist names)]
| register | count |
|---|---|
| empty_flag | 1 |
| full_flag | 1 |
| pcount | 4 |
[cell usage in the layout (no fill, tap or decap), types with 2 or more instances in the layout]
master | synthesis | final
sky130_fd_sc_hd__clkbuf_4 | 0 | 20
sky130_fd_sc_hd__clkdlybuf4s50_1 | 0 | 9
sky130_fd_sc_hd__dfrtp_1 | 5 | 5
sky130_fd_sc_hd__nand2_1 | 3 | 3
sky130_fd_sc_hd__nand3_1 | 2 | 2
sky130_fd_sc_hd__xor2_1 | 2 | 2
sky130_fd_sc_hd__a21oi_1 | 2 | 2
sky130_fd_sc_hd__mux2i_1 | 2 | 2
sky130_fd_sc_hd__inv_1 | 2 | 2
sky130_fd_sc_hd__ha_1 | 2 | 2
sky130_fd_sc_hd__clkbuf_1 | 0 | 2
[path summary, 6_finish.rpt]
| check | endpoint | slack, ns |
|---|---|---|
| setup / recovery | pcount[1] | 0.30 |
| hold / removal | empty_flag | 0.41 |
| setup reg to reg | pcount[1] | 1.36 |
| hold reg to reg | full_flag | 0.51 |
| max in group asynchronous | empty_flag | 2.43 |
| min in group asynchronous | full_flag | 0.51 |
No activity file was given, so power comes from the tool's default toggle rates.
