### design/flow/config.mk
export PLATFORM = sky130hd
export DESIGN_NAME = decoder_to_7seg
export DESIGN_NICKNAME = decoder_to_7seg
export VERILOG_FILES = /design/flow/design.v
export SDC_FILE = /design/flow/constraint.sdc
export NUM_CORES = 4
export LEC_CHECK = 1
export CORE_AREA = 10 10 70 70
export DIE_AREA = 0 0 80 80
### design/flow/constraint.sdc
current_design decoder_to_7seg

set clk_period 1.0
set clk_io_pct 0.2

create_clock -name clk0 -period $clk_period

set non_clock_inputs [all_inputs -no_clocks]
set_input_delay [expr $clk_period * $clk_io_pct] -clock clk0 $non_clock_inputs
set_output_delay [expr $clk_period * $clk_io_pct] -clock clk0 [all_outputs]
### design/flow/design.v
module decoder_to_7seg (A, B, C, D, led_a, led_b, led_c, led_d, led_e, led_f, led_g);
  input A, B, C, D;
  output led_a, led_b, led_c, led_d, led_e, led_f, led_g;
  assign led_a = ~(A | C | B&D | ~B&~D);
  assign led_b = ~(~B | ~C&~D | C&D);
  assign led_c = ~(B | ~C | D);
  assign led_d = ~(~B&~D | C&~D | B&~C&D | ~B&C |A);
  assign led_e = ~(~B&~D | C&~D);
  assign led_f = ~(A | ~C&~D | B&~C | B&~D);
  assign led_g = ~(A | B&~C | ~B&C | C&~D);
endmodule
module decoder_to_7seg_dut();
  reg A ,B ,C, D;
  wire led_a, led_b, led_c, led_d, led_e, led_f, led_g;
  initial
  begin
    A=0; B=0; C=0; D=0; #100;
    A=0; B=0; C=0; D=1; #100;
    A=0; B=0; C=1; D=0; #100;
    A=0; B=0; C=1; D=1; #100;
    A=0; B=1; C=0; D=0; #100;
    A=0; B=1; C=0; D=1; #100;
    A=0; B=1; C=1; D=0; #100;
    A=0; B=1; C=1; D=1; #100;
    A=1; B=0; C=0; D=0; #100;
    A=1; B=0; C=0; D=1; #100;
  end
  decoder_to_7seg ss(A, B, C, D, led_a, led_b, led_c, led_d, led_e, led_f, led_g);
endmodule
### design/flow/run.sh
#!/bin/bash
# OpenROAD 26Q1-2900-gdf79404cd8, Yosys 0.63+post, stock flow scripts
make -C /OpenROAD-flow-scripts/flow DESIGN_CONFIG=/design/flow/config.mk WORK_HOME=/design/flow/orfs finish
==> impl_metrics.py <==
# Metrics from the implementation run
metrics = {
    "worst_setup_path": {
        "crit_type": "input pin to output pin",
        "crit_slowest_cell": "or2_0",
        "critPathMaxFanout": 5,
        "cp.arrival_ns": 0.90,
        "crit_path_end_kind": "output pin",
        "startpoint_type": "input pin",
        "cpPeakStageDelay_ns": 0.19,
        "cp.required_ns": 0.80,
        "crit_start": "C",
        "worstPathCellList": "buf_8, nand2b_4, or2_0, a21oi_1, buf_2",
    },
    "run": {
        "warning_count": 34,
        "drv_cap": 0,
    },
    "sta": {
        "maxSlewViolCount": 0,
        "fin_crit_sh_pct": 110,
        "finalSetupViolCount": 3,
        "setup_tns_ns": -0.209,
        "report.final.hold_viol_count": 0,
        "slew_headroom_pct": 88.3,
        "grt_setup_unrepaired": "yes",
        "tightest_slew_ns": 0.175,
        "worst_hold_slack_ns": 0.716,
        "timing.final.ws_setup_ns": -0.0954,
        "fmax_ghz": 0.913,
        "min_period_ns": 1.10,
    },
    "synthesis": {
        "syn_avg_cell_area_um2": 6.33,
        "ys_cells": 17,
        "postSynthSeqShare_pct": 0,
        "top_area_cell": "a21oi_1",
        "synth_top_area_share_pct": 14.0,
        "syn_inst": 17,
        "synthesis.area_um2": 108,
        "yosys_area_um2": 108,
        "ys_warn_count": 0,
        "yosysUniqueCellTypes": 14,
        "top_cells_by_area": "a21oi_1 (14%), nand2b_4 (13%), nand3_1 (9.3%)",
    },
    "final_layout": {
        "fill_cells": 406,
        "seq_cell_count": 0,
        "seq_area_um2": 0,
        "syn2layout_area_growth_pct": 199,
        "layout_top_cells": "buf_6 (4), buf_2 (4), buf_4 (3)",
        "fin_area_um2": 322,
        "clock_buffers": 0,
        "drive_gt1_share_pct": 65.6,
        "final_util_pct": 9.41,
    },
    "floorplanning": {
        "fp.dieH_um": 80,
        "coreArea_um2": 3420,
        "dieWidth_um": 80,
        "initial_utilization_pct": 3.15,
        "io_pins": 11,
        "num_rows": 21,
        "die-area_um2": 6400,
    },
    "grt": {
        "grt_use_total_pct": 1.34,
        "grt_pass1_wl_um": 738,
        "grt_overflow_total": 0,
        "antenna_found_initial": 0,
        "grt_max_degree": 8,
        "grt_pass1_vias": 162,
    },
    "placement": {
        "port_buffers": 11,
        "place.gp.congestion": 0.699,
        "dpl_cell_area_um2": 285,
        "dpl.hpwl_um": 407,
    },
    "power": {
        "total_leakage_power_nw": 0.138,
        "worst_ir_drop_vdd_mv": 0.0476,
        "power.density_nw_per_um2": 339,
    },
    "routing": {
        "viasPerCell": 2.18,
        "dr.pass1.iters": 3,
        "vias": 170,
        "wirelength_um": 491,
        "diodes": 0,
        "drc": 0,
        "drt-wirelength-per-cell_um": 6.29,
        "antenna_left": 0,
        "drt_iter0_markers": 3,
    },
    "run_status": {
        "status": "finished, violations left",
        "violations": "setup timing",
    },
    "clocking": {
        "holdBufCountCts": 0,
    },
    "worst_hold_path": {
        "hold_path.startpoint": "B",
        "hold_path.class": "input pin to output pin",
    },
}
cell usage after synthesis (all sizes together):
library cell  number
nand2b             2
or2b               1
nand3              2
nor2               1
buf                1
or2                2
and2               1
a21oi              3
nor3               1
xor2               1
nand2              1
xnor2              1
final timing paths:
| kind | slack [ns] | cells after the start | end |
|---|---|---|---|
| setup / recovery | -0.1 | 5 | led_d |
| hold / removal | 0.72 | 3 | led_b |
critical path: cells and delay by family:
family	cells	cell delay, ns
simple gates	2	0.33
buf+inv	2	0.22
compound gates	1	0.14
metal layers:
| metal | GRT usage, % | wire length (µm) |
|---|---|---|
| met5 | 0 | 0 |
| met4 | 0 | 0 |
| met3 | 0.227 | 47 |
| met2 | 2.41 | 217 |
| met1 | 1.71 | 226 |
timing repair:
item | in CTS | in global routing
setup buffers | 1 | 2
setup endpoints to repair | 7 | 6
pin swaps | 5 | 5
resized | 42 | 5
through the flow:
step | worst slack, ns | power [mW] | cells
finish | -0.0954 | 0.109 | 78
global route | -0.139 | 0.119 | 78
CTS | -0.0876 | 0.0998 | 76
detailed placement | -0.945 | 0.0957 | 75
global placement | -0.927 | 0.0941 | 75
floorplan | 0.146 | 0.0301 | 17
power breakdown:
part           total [mW]  switching, mW  internal, mW
sequential              0              0             0
clock                   0              0             0
combinational       0.109         0.0399        0.0691
total               0.109         0.0399        0.0691
layout make-up:
class | instances | area, µm² | share of cell area, %
multi-input cells | 16 | 129 | 40.1
well taps | 46 | 57.6 | 17.9
repair buffers | 16 | 135 | 42.0
kinds of logic (layout without fill, tap and decap cells):
logic type      after synthesis  after routing  synth area share, %
simple gates                 11             11                 65.1
xor+xnor                      2              2                 16.3
compound gates                3              3                 13.9
buf+inv                       1             16                 4.65
No activity file was given, so power comes from the tool's default toggle rates.
